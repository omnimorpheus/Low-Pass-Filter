File: flow/constraint.sdc
current_design keyb

set clk_period 1.8
set clk_io_pct 0.2

create_clock -name clk0 -period $clk_period [get_ports {kb_clock}]

set non_clock_inputs [all_inputs -no_clocks]
set_input_delay [expr $clk_period * $clk_io_pct] -clock clk0 $non_clock_inputs
set_output_delay [expr $clk_period * $clk_io_pct] -clock clk0 [all_outputs]
File: flow/design.v
`timescale 1ns / 1ps
module keyb(
input wire kb_clock,  
input wire data,  
output reg [3:0] char, 
output reg temp_key,  
input clear_key  
);
reg [7:0] d_current;
reg [7:0] d_previous;
reg [3:0] count;
reg break;
initial
begin
count<=4'h1;  
break<=1'b0;
d_current<=8'hf0;
d_previous<=8'hf0;
char<=3'b0;
end
always @(negedge kb_clock)  
begin
case(count)
1:;  
2:d_current[0]<=data;  
3:d_current[1]<=data;
4:d_current[2]<=data;
5:d_current[3]<=data;
6:d_current[4]<=data;
7:d_current[5]<=data;
8: begin d_current[6]<=data; temp_key <=1; end
9:d_current[7]<=data;
10:break<=1'b1;  
11:break<=1'b0;  
endcase
 if(count<=10)
 count<=count+1;
 else if(count==11)
 count<=1;
 if (clear_key) 
	begin
	temp_key <= 0;  
	end
end
always@(posedge break)  
begin
if(d_current==8'hf0)
begin
case(d_previous)
8'h16: char<= 4'b0001;   
8'h1E: char<= 4'b0010;  
8'h26: char<= 4'b0011;  
8'h25: char<= 4'b0100;  
8'h2E: char<= 4'b0101;  
8'h36: char<= 4'b0110;  
8'h3D: char<= 4'b0111;  
8'h3E: char<= 4'b1000;  
8'h46: char<= 4'b1001;  
8'h45: char<= 4'b0000;  
8'h5A: char<= 4'b1100;  
default: char<= 4'b1011;  
endcase
end
 else
 d_previous<=d_current;
end endmodule
File: flow/run.sh
#!/bin/bash
# OpenROAD 26Q1-2900-gdf79404cd8, Yosys 0.63+post, stock flow scripts
make -C /OpenROAD-flow-scripts/flow DESIGN_CONFIG=/design/flow/config.mk WORK_HOME=/design/flow/orfs finish
File: flow/config.mk
export PLATFORM = sky130hd
export DESIGN_NAME = keyb
export DESIGN_NICKNAME = keyb
export VERILOG_FILES = /design/flow/design.v
export SDC_FILE = /design/flow/constraint.sdc
export NUM_CORES = 4
export LEC_CHECK = 1
export CORE_AREA = 10 10 96 96
export DIE_AREA = 0 0 106 106
==> Changelog: implementation <==
### Physical design

* Chip area at roughly 0.011 mm2
* Share of cells above drive strength 1 at a little over an eighth
* Final setup viols at 1
* Std-Cell Core Area at just over 0.007 mm2
* Post-synthesis cell area at around 0.0013 mm2
* Finished Layout Cells at around 220
* Crit-path cells: buf_2
* FF-to-FF setup slack at 320 ps
* Port buffer count at 7
* Synth area leader: edfxtp_1
* Reg2reg start: count[0]$_SDFFCE_NN1P_
* Simple-Gate Fraction of Synth Area at between 20% and 30%
* Pleak at around 0.60 nW
* Pre-CTS WS at -281 ps
* Top non-seq family: simple AND/OR/NAND/NOR gates
* Hold Crit Class: reg -> reg
* Vias in the first global route at between 700 and 800
* CP arrival at around 1600 ps
* Global route overflow at 0
* Post-CTS Setup Repair Bufs at 0
* Synth Instances at 102
* Final WS setup at -188 ps
* Clock skew at between 9 and 10 ps
* Area share, top type at 56.2%
* Number of enable flip-flop cells at 25
* Worst vdd ir at roughly 0.43 mV
* Unrepaired setup endpoints after global routing: true
* Router iterations before antenna repair at 4
* DP Cell Count at roughly 210
* Core utilization at floorplan at roughly 19%
* Final wirelength at 1.83 mm
* Maximum net fanout on the critical path at 2
* Critical-path top delay cell: dfxtp_2
* Top delay family on crit path: flip-flops
* Log Warnings at around 44
* Clk latency late pin at 310 ps
* Post-synth top cells: edfxtp_1 (25), and2_1 (8), nor2_1 (8), nand2_1 (7), inv_1 (6)
* Mapped Avg Cell Area at 13.1 um2
* R2R cell count at 5
* Mux frac, synth at 3.37%
* Post-Synth Adder-Cell Area at 3.75%
* CP Capture Type: output port
* Area grow syn2layout at 20.2%
* IO Pins at 8
* Worst EP required at 1440 ps
* Area fraction in compound gates at 8.90%
* CP peak stage delay at approximately 310 ps
* Yosys reg bits at 26
* Yosys cell count at approximately 100
* Worst-Margin Slew at 361 ps
* Register pins left without a clock at 12
* Fill count at roughly 800
* Reg clk slew, reported paths at approximately 40 ps
* Die W at around 110 um
* CTS Root Buffer Type: clkbuf_8
* Cell Rows at 31
* Total design power at 0.733 mW
* Worst Min Path Start: temp_key$_SDFFE_NP0N_
* Outcome: complete, but fails checks
* Cell area leaders: edfxtp_1 (56%), and2_1 (3.7%), ha_1 (3.7%)
* Post-Synth XOR/XNOR Area at under 10%
* Power Density at around 460 mW/mm2
* Worst hold stages at 2
* Endpoints left unconstrained at 28
* DRC at 0
* Setup CP Type: reg -> out
* Failing checks: setup timing
* CTS tree: done
* Initial antenna violation count at 0
* Endpoints failing hold at 0
* Clock Path Buffers at 2
* First-pass GRT wire length at 3.23 mm
* Pins Over Slew Limit at 0
* Netlist cell types at roughly 40
* Final Wtd Congestion at around 0.82
* Via count at ~770
* Comb area at between 500 and 600 um2
* Register area at ~770 um2
* Main flop type: edfxtp_1
* H-tree depth at 1
* Most common cell in the synthesized netlist: edfxtp_1
* Diodes inserted at 0
* Post-synth area from yosys stat at between 0.001 and 0.0015 mm2
* Post-synthesis async set-or-reset flop share at 0%
* Worst Hold Path EP: temp_key$_SDFFE_NP0N_
* Buf/Inv on CP at 1
* Die Ht at between 100 and 150 um
* Num CTS Buffers at 3
* Yosys warns at 1
* Total GRT Usage at around 3.3%
* Max-Cap Viols at 0
* R2r endpoint: count[1]$_SDFFCE_NN0P_
* DR iter-0 viols at 12
* WL per Instance at slightly above 8 um
* Vias/cell at 3.45
* Post-DP HPWL at about 1.4 mm
* Cts hold-fix bufs at 0
* Register share after synthesis at between 50% and 60%
* Largest net degree at the start of global routing at 13
* Post-route ant nets at 0
* CP Launch Type: flop
* Relative slew slack at approximately three quarters
[layer usage]
| layer | vias to the layer above | wire length, um | GRT usage (%) |
|---|---|---|---|
| li1 | 411 | - | - |
| met5 | - | 0 | 0 |
| met1 | 349 | 968 | 4.78 |
| met4 | 0 | 0 | 0.967 |
| met3 | 0 | 43 | 1.04 |
| met2 | 9 | 816 | 4.73 |
[how the worst max path moves through the flow]
stage / from / end / slack [ps] / depth (start not counted)
4_1_cts: temp_key$_SDFFE_NP0N_ / temp_key / -190 / 1
5_1_grt: temp_key$_SDFFE_NP0N_ / temp_key / -230 / 1
6_report: temp_key$_SDFFE_NP0N_ / temp_key / -190 / 1
[sequential cells by signal, summed over array words and instances, names as in the netlist]
signal and cells:
d_current 8, d_previous 8, char 4, count 4
break 1, temp_key 1
[kinds of logic (layout without fill, tap and decap cells)]
logic type | after synthesis | in the layout
multiplexers | 4 | 4
adder cells (fa/ha/maj) | 4 | 4
flip-flops | 26 | 26
AND-OR/OR-AND | 13 | 13
buffers and inverters | 9 | 31
XOR/XNOR | 2 | 2
AND/OR/NAND/NOR | 44 | 44
[power by group]
group / switching [mW] / total, mW / internal (mW)
Combinational: 0.00226 / 0.00607 / 0.00381
Sequential: 0.0000000000000000537 / 0.356 / 0.356
Clock: 0.178 / 0.371 / 0.193
[tightest hold or removal path, cell delays in order (launching register included)]
cell and delay [ps]:
dfxtp_2 320, nor2_1 40, nor2_1 90
[per-stage QoR]
stage	TNS [ps]	hold WS (ps)	utilization, %	cell area (um2)
floorplan	0	416	-	1340
global placement	-2520	457	21.0	1510
detailed placement	-2550	474	21.0	1510
CTS	-188	484	22.2	1600
global route	-225	508	22.2	1600
finish	-188	490	22.2	1600
[final cells by class]
type / instances / area share [%]
Sequential cell: 26 / 48.1
Multi-Input combinational cell: 67 / 32.3
Tap cell: 99 / 7.72
Timing Repair Buffer: 8 / 4.52
Clock inverter: 15 / 3.59
Clock buffer: 3 / 2.57
Inverter: 5 / 1.17
[what timing repair did]
item / CTS / global route
endpoints found under the setup margin: 1 / 1
gates cloned: 0 / 0
pin swaps: 0 / 0
endpoints found under the hold margin: 0 / 0
gates resized: 4 / 0
[cells in the final DEF (no fill, tap or decap), drive strengths merged, types with 2 or more instances in the layout]
cell           instances
edfxtp                25
inv                   19
and2                   9
nor2                   8
nand2                  7
clkdlybuf4s50          6
nor2b                  4
ha                     4
or2b                   4
nor3                   4
mux2i                  3
clkbuf                 3
o21ai                  3
nor3b                  2
a32o                   2
buf                    2
No activity file was given, so power comes from the tool's default toggle rates.
